$ cat flow/run.sh
#!/bin/bash
# OpenROAD 26Q1-2900-gdf79404cd8, Yosys 0.63+post, stock flow scripts
make -C /OpenROAD-flow-scripts/flow DESIGN_CONFIG=/design/flow/config.mk WORK_HOME=/design/flow/orfs finish
$ cat flow/design.v
module Control(
    input [5:0] Opcode,
    output [1:0] PCSource,
    output [2:0] ALUOp,
    output [1:0] RegDst,
    output ALUSrcA,
    output [1:0] ALUSrcB,
    output PCWriteCondN, 
    output PCWriteCondE, 
    output data_sram_en,
    output [3:0] data_sram_wen,
    output RegWrite,
    output [1:0] MemtoReg
    );
assign PCSource = (
                    (Opcode == 6'b000000)?2'b00:
                    (Opcode == 6'b100011)?2'b00:
                    (Opcode == 6'b101011)?2'b00:
                    (Opcode == 6'b000101)?2'b01:
                    (Opcode == 6'b000100)?2'b01:
                    (Opcode == 6'b001001)?2'b00:
                    (Opcode == 6'b001010)?2'b00:
                    (Opcode == 6'b001011)?2'b00:
                    (Opcode == 6'b001111)?2'b00:
                    (Opcode == 6'b000010)?2'b10:
                    (Opcode == 6'b000011)?2'b10:
                    2'b00
                    );
assign ALUOp = (
                    (Opcode == 6'b000000)?3'b010:
                    (Opcode == 6'b100011)?3'b000:
                    (Opcode == 6'b101011)?3'b000:
                    (Opcode == 6'b000101)?3'b001:
                    (Opcode == 6'b000100)?3'b001:
                    (Opcode == 6'b001001)?3'b000:
                    (Opcode == 6'b001010)?3'b011:
                    (Opcode == 6'b001011)?3'b101:
                    (Opcode == 6'b001111)?3'b100:
                    (Opcode == 6'b000010)?3'b000:
                    (Opcode == 6'b000011)?3'b110:
                    3'b000
                    );
assign RegDst = (
                    (Opcode == 6'b000000)?2'b01:
                    (Opcode == 6'b100011)?2'b00:
                    (Opcode == 6'b101011)?2'b00:
                    (Opcode == 6'b000101)?2'b00:
                    (Opcode == 6'b000100)?2'b00:
                    (Opcode == 6'b001001)?2'b00:
                    (Opcode == 6'b001010)?2'b00:
                    (Opcode == 6'b001011)?2'b00:
                    (Opcode == 6'b001111)?2'b00:
                    (Opcode == 6'b000010)?2'b00:
                    (Opcode == 6'b000011)?2'b10:
                    2'b00
                    );
assign ALUSrcA = (
                    (Opcode == 6'b000000)?1'b1:
                    (Opcode == 6'b100011)?1'b1:
                    (Opcode == 6'b101011)?1'b1:
                    (Opcode == 6'b000101)?1'b1:
                    (Opcode == 6'b000100)?1'b1:
                    (Opcode == 6'b001001)?1'b1:
                    (Opcode == 6'b001010)?1'b1:
                    (Opcode == 6'b001011)?1'b1:
                    (Opcode == 6'b001111)?1'b1:
                    (Opcode == 6'b000010)?1'b0:
                    (Opcode == 6'b000011)?1'b0:
                    1'b0
                    );
assign ALUSrcB = (
                    (Opcode == 6'b000000)?2'b00:
                    (Opcode == 6'b100011)?2'b10:
                    (Opcode == 6'b101011)?2'b10:
                    (Opcode == 6'b000101)?2'b00:
                    (Opcode == 6'b000100)?2'b00:
                    (Opcode == 6'b001001)?2'b10:
                    (Opcode == 6'b001010)?2'b10:
                    (Opcode == 6'b001011)?2'b10:
                    (Opcode == 6'b001111)?2'b10:
                    (Opcode == 6'b000010)?2'b00:
                    (Opcode == 6'b000011)?2'b01:
                    2'b00
                    );
assign PCWriteCondN = (
                    (Opcode == 6'b000000)?1'b0:
                    (Opcode == 6'b100011)?1'b0:
                    (Opcode == 6'b101011)?1'b0:
                    (Opcode == 6'b000101)?1'b1:
                    (Opcode == 6'b000100)?1'b0:
                    (Opcode == 6'b001001)?1'b0:
                    (Opcode == 6'b001010)?1'b0:
                    (Opcode == 6'b001011)?1'b0:
                    (Opcode == 6'b001111)?1'b0:
                    (Opcode == 6'b000010)?1'b0:
                    (Opcode == 6'b000011)?1'b0:
                    1'b0
                    );
assign PCWriteCondE = (
                    (Opcode == 6'b000000)?1'b0:
                    (Opcode == 6'b100011)?1'b0:
                    (Opcode == 6'b101011)?1'b0:
                    (Opcode == 6'b000101)?1'b0:
                    (Opcode == 6'b000100)?1'b1:
                    (Opcode == 6'b001001)?1'b0:
                    (Opcode == 6'b001010)?1'b0:
                    (Opcode == 6'b001011)?1'b0:
                    (Opcode == 6'b001111)?1'b0:
                    (Opcode == 6'b000010)?1'b0:
                    (Opcode == 6'b000011)?1'b0:
                    1'b0
                    );
assign data_sram_en = (
                    (Opcode == 6'b000000)?1'b0:
                    (Opcode == 6'b100011)?1'b1:
                    (Opcode == 6'b101011)?1'b1:
                    (Opcode == 6'b000101)?1'b0:
                    (Opcode == 6'b000100)?1'b0:
                    (Opcode == 6'b001001)?1'b0:
                    (Opcode == 6'b001010)?1'b0:
                    (Opcode == 6'b001011)?1'b0:
                    (Opcode == 6'b001111)?1'b0:
                    (Opcode == 6'b000010)?1'b0:
                    (Opcode == 6'b000011)?1'b0:
                    1'b0
                    );
assign data_sram_wen = (
                    (Opcode == 6'b000000)?4'b0000:
                    (Opcode == 6'b100011)?4'b0000:
                    (Opcode == 6'b101011)?4'b1111:
                    (Opcode == 6'b000101)?4'b0000:
                    (Opcode == 6'b000100)?4'b0000:
                    (Opcode == 6'b001001)?4'b0000:
                    (Opcode == 6'b001010)?4'b0000:
                    (Opcode == 6'b001011)?4'b0000:
                    (Opcode == 6'b001111)?4'b0000:
                    (Opcode == 6'b000010)?4'b0000:
                    (Opcode == 6'b000011)?4'b0000:
                    4'b0000
                    );
assign RegWrite = (
                    (Opcode == 6'b000000)?1'b1:
                    (Opcode == 6'b100011)?1'b1:
                    (Opcode == 6'b101011)?1'b0:
                    (Opcode == 6'b000101)?1'b0:
                    (Opcode == 6'b000100)?1'b0:
                    (Opcode == 6'b001001)?1'b1:
                    (Opcode == 6'b001010)?1'b1:
                    (Opcode == 6'b001011)?1'b1:
                    (Opcode == 6'b001111)?1'b1:
                    (Opcode == 6'b000010)?1'b0:
                    (Opcode == 6'b000011)?1'b1:
                    1'b0
                    );
assign MemtoReg = (
                    (Opcode == 6'b000000)?2'b00:
                    (Opcode == 6'b100011)?2'b01:
                    (Opcode == 6'b101011)?2'b00:
                    (Opcode == 6'b000101)?2'b00:
                    (Opcode == 6'b000100)?2'b00:
                    (Opcode == 6'b001001)?2'b00:
                    (Opcode == 6'b001010)?2'b00:
                    (Opcode == 6'b001011)?2'b00:
                    (Opcode == 6'b001111)?2'b00:
                    (Opcode == 6'b000010)?2'b00:
                    (Opcode == 6'b000011)?2'b00:
                    2'b00
                    );
endmodule
module ALUcontrol(
     input [2:0] ALUOp,
     input [5:0] func_tion,
     output [2:0] ALUctr
     );
    assign ALUctr = (
        (ALUOp == 3'b000)?3'b010: 
        (ALUOp == 3'b001)?3'b110: 
        ((ALUOp == 3'b010) && (func_tion == 6'b100001))?3'b010: 
        ((ALUOp == 3'b010) && (func_tion == 6'b100101))?3'b001: 
        ((ALUOp == 3'b010) && (func_tion == 6'b000000))?3'b100: 
        ((ALUOp == 3'b010) && (func_tion == 6'b101010))?3'b111: 
        ((ALUOp == 3'b010) && (func_tion == 6'b001000))?3'b000: 
        (ALUOp == 3'b011)?3'b111: 
        (ALUOp == 3'b100)?3'b011: 
        (ALUOp == 3'b101)?3'b101: 
        (ALUOp == 3'b110)?3'b010: 
        3'bx       
        );   
endmodule 
module decode_stage(
    input  wire        clk,
    input  wire        resetn,
    input  wire [31:0] fe_pc,
    input  wire [31:0] fe_inst,
    output wire [ 4:0] de_rf_raddr1,
    input  wire [31:0] de_rf_rdata1,
    output wire [ 4:0] de_rf_raddr2,
    input  wire [31:0] de_rf_rdata2,
    input  wire        fe_validout,      
    input  wire        de_ready_go,      
    input  wire        de_out_allow,     
    output wire        de_validout,      
    output wire        de_allowin,       
    output wire        de_br_taken,      
    output wire        de_br_is_br,      
    output wire        de_br_is_j,       
    output wire        de_br_is_jr,      
    output wire [15:0] de_br_offset,     
    output wire [25:0] de_br_index,      
    output wire [31:0] de_br_target,     
    output wire [10:0] de_out_op,        
    output wire [ 4:0] de_dest,          
    output wire [31:0] de_vsrc1,         
    output wire [31:0] de_vsrc2,         
    output wire [31:0] de_st_value       
    ,output reg  [31:0] de_pc,
    output reg  [31:0] de_inst           
);
reg [31:0] instruction;   
reg [31:0] de_pc_use;     
wire [1:0] ALUSrcB;
wire ALUSrcA;
wire PCWriteCondN;
wire PCWriteCondE;
wire data_ram_en;
wire [3:0] data_ram_wen;
wire [1:0] RegDst;
wire [1:0] MemtoReg;
wire [2:0] ALUOp;
wire RegWrite;
wire [ 2:0] de_ALUctr;
wire [31:0] sign_extend;
reg         de_valid;
assign de_allowin   = !de_valid || de_ready_go && de_out_allow;
assign de_validout  = de_valid && de_ready_go ;
always @(posedge clk) begin
    if (!resetn) begin
        de_valid <= 1'b0;        
    end
    else if (de_allowin) begin
        de_valid <= fe_validout;
    end
end
always @(posedge clk) begin
    if(!resetn)
    begin
        instruction <= 32'h00000000;
    end
    if (fe_validout && de_allowin) begin
        instruction <= fe_inst;
    end
end
always @(posedge clk) begin
    if(!resetn)
    begin
        de_pc_use <= 32'hbfc00000;
    end
    if (fe_validout && de_allowin) begin
        de_pc_use <= fe_pc;
    end
end
assign sign_extend = {{16{instruction[15]}},instruction[15:0]}; 
assign de_rf_raddr1 = instruction[25:21];      
assign de_rf_raddr2 = instruction[20:16];      
assign de_br_taken  = de_br_is_br | de_br_is_j | de_br_is_jr;     
assign de_br_is_br  = ((PCWriteCondE & (de_vsrc1 == de_vsrc2)) | (PCWriteCondN & (de_vsrc1 != de_vsrc2)));     
assign de_br_is_j   = ((instruction[31:26] == 6'b000010) || (instruction[31:26] == 6'b000011))?1'b1:1'b0;    
assign de_br_is_jr  = ((instruction[31:26] == 6'b000000) && (instruction[5:0] == 6'b001000))?1'b1:1'b0;    
assign de_br_offset = instruction[15:0];       
assign de_br_index  = instruction[25:0];      
assign de_br_target = de_rf_rdata1;       
assign de_out_op    = {de_ALUctr,data_ram_en,data_ram_wen,MemtoReg,RegWrite};      
assign de_dest      = (                   
                        (RegDst == 2'b00)?instruction[20:16]: 
                        (RegDst == 2'b01)?instruction[15:11]: 
                        (RegDst == 2'b10)?5'd31: 
                        5'd0
                        );     
assign de_vsrc1     = (                   
                        (ALUSrcA == 1'b0)?de_pc_use: 
                        ((instruction[31:26] == 6'b000000) && (instruction[5:0] == 6'b000000))?sign_extend: 
                        (ALUSrcA == 1'b1)?de_rf_rdata1:
                        32'bx
                        );       
assign de_vsrc2     = (                   
                        (ALUSrcB == 2'b00)?de_rf_rdata2:  
                        (ALUSrcB == 2'b01)?8: 
                        (ALUSrcB == 2'b10)?sign_extend:   
                        (ALUSrcB == 2'b11)?{sign_extend[29:0],2'b0}: 
                        32'bx
                        );        
assign de_st_value  = de_rf_rdata2;    
Control contrl1(
    .Opcode(instruction[31:26]),
    .ALUOp(ALUOp),
    .RegDst(RegDst),
    .ALUSrcA(ALUSrcA),
    .ALUSrcB(ALUSrcB),
    .PCWriteCondN(PCWriteCondN),
    .PCWriteCondE(PCWriteCondE),
    .data_sram_en(data_ram_en),      
    .data_sram_wen(data_ram_wen),    
    .RegWrite(RegWrite),              
    .MemtoReg(MemtoReg)               
    );
ALUcontrol aluctrl(
    .ALUOp(ALUOp),
    .func_tion(instruction[5:0]),
    .ALUctr(de_ALUctr)
);
always @(posedge clk) begin
    if(!resetn)
    begin
        de_pc <= 32'hbfc00000;
    end
    if (fe_validout && de_allowin) begin
        de_pc <= fe_pc;
    end
end
always @(posedge clk) begin
    if(!resetn)
    begin
        de_inst <= 32'b0;
    end
    if (fe_validout && de_allowin) begin
        de_inst <= fe_inst;
    end
end
endmodule  
$ cat flow/constraint.sdc
current_design decode_stage

set clk_period 6.5
set clk_io_pct 0.2

create_clock -name clk0 -period $clk_period [get_ports {clk}]

set non_clock_inputs [all_inputs -no_clocks]
set_input_delay [expr $clk_period * $clk_io_pct] -clock clk0 $non_clock_inputs
set_output_delay [expr $clk_period * $clk_io_pct] -clock clk0 [all_outputs]
$ cat flow/config.mk
export PLATFORM = sky130hd
export DESIGN_NAME = decode_stage
export DESIGN_NICKNAME = decode_stage
export VERILOG_FILES = /design/flow/design.v
export SDC_FILE = /design/flow/constraint.sdc
export NUM_CORES = 4
export LEC_CHECK = 1
export CORE_AREA = 10 10 167 167
export DIE_AREA = 0 0 177 177
==> impl_metrics.yaml <==
# synthesis and place-and-route metrics
logic_synthesis:
  ys_types: 49
  postSynthCellCount: 614
  syn_area_per_cell_um2: 8.94
  ys_area_um2: 5490
  ys_async_sr_fraction: 0
  yosysTopAreaCellShare: 0.350
  postSynthSeqShare: 0.354
  top_area_cell: "edfxtp_1"
  enable_flop_cells: 64
  top_cells_by_area: "edfxtp_1 35%, buf_4 17%, and3_1 6.3%"
  synth_area_um2: 5490
  ys.flop_type: "edfxtp_1"
  yosys_warnings: 1
  ys.flops: 65
  yosys-stat-cells: 614
power_and_ir_drop:
  p_total_w: 0.00168
  power_density_nw_per_um2: 183
  switching_share: 0.277
  p_seq_frac: 0.329
  p_clk_frac: 0.301
  ir_worst_vdd_uv: 105
  internal_power_w: 0.00121
  p_comb_frac: 0.371
  leakage_nw: 3.86
  switchingPower_w: 0.000464
floorplanning:
  core_um2: 24300
  die_h_um: 177
  rows: 57
  die_x_um: 177
  initial_core_util: 0.226
  ios: 399
  die-area_um2: 31300
drt:
  routedWlPerCell_um: 22.8
  ant_nets: 0
  vias: 5132
  antenna_cells_inserted: 0
  wirelength_mm: 27.4
  drtPass1Iterations: 5
  via_per_inst: 4.26
  remaining_drc_errors: 0
  first_iter_violations: 231
sta:
  fin_skew_ps: 5.51
  tightest_slew_ps: 860
  fin_crit_sh: 0.924
  rsz0062_at_grt: "no"
  relSlewSlack: 0.425
  fmaxAchievable_mhz: 167
  final-max-slew-violation-count: 0
  setup_viol: 0
  final_hold_viol_count: 0
  tns_ps: 0
  min_period_ps: 6000
  setup_slack_ps: 497
cts:
  cts-buffers-inserted: 9
  cts_setup_buffers: 0
  clk_pin_slew_worst_paths_ps: 60
  clk_latency_ps: 330
  hold_buffers: 0
  tritoncts: "yes"
  ctsResizeCount: 0
  clock_sinks: 65
  root_buffer: "clkbuf_16"
  cts_buffer_depth: 2
  htreeDepth: 3
critical_path:
  criticalPathCategory: "reg2out"
  required_ps: 5200
  startpoint_type: "flip-flop"
  critPathArrivalTime_ps: 4700
  endpoint_kind: "output port"
  cp_max_fo: 21
job:
  tool_warnings: 25
  drv_cap: 0
global_routing:
  track_usage: 0.168
  grt_overflow: 0
  grt_pass1_vias: 5362
  antenna_found_initial: 0
  grt_pass1_wl_mm: 38.1
  grt_max_degree: 57
placed_design:
  dp.cells: 1188
  portBuffers: 397
  dp_hpwl_mm: 22.6
  finalWeightedCongestion: 0.925
  dp_slack_ps: 726
status:
  outcome: "finished, final reports clean"
cells_and_area:
  drive_gt1_frac: 0.0716
  instances_no_fill: 1204
  utilization: 0.377
  layout-area-overhead-vs-synth_pct: 66.9
hold_path:
  min_path_type: "reg2reg"
[routing by layer]
layer | routed length, um | track usage
met5 | 0 | 0
met4 | 180 | 0.0109
met3 | 2310 | 0.0490
met2 | 13600 | 0.286
met1 | 11300 | 0.217
[kinds of logic (layout without fill, tap and decap cells)]
| group | count (synthesis) | in the layout | synth area share |
|---|---|---|---|
| other | 1 | 1 | 0.000683 |
| AND-OR/OR-AND | 72 | 72 | 0.0875 |
| AND/OR/NAND/NOR | 173 | 173 | 0.175 |
| XOR/XNOR | 31 | 31 | 0.0495 |
| flip-flops | 65 | 65 | 0.354 |
| multiplexers | 43 | 43 | 0.0832 |
| buffers and inverters | 229 | 495 | 0.250 |
[synthesized netlist by cell type (3+ instances only)]
library cell  instances
o21ai_0              11
nor2_1               15
buf_6                 4
inv_1                70
a21o_1                4
nand3_1               5
edfxtp_1             64
nand4_1               3
and3_1               55
mux2i_1              22
mux2_2               20
buf_4               125
a21oi_1              26
a31oi_1              13
buf_2                12
o22a_1                6
nand2_1              47
xnor2_1              12
xor2_1               19
clkbuf_1             18
nor2b_1               3
nor4_1                6
nor3_1                7
nand2b_1             15
[final timing paths]
| check | start | endpoint | slack, ps | cells past startpoint |
|---|---|---|---|---|
| hold reg to reg | de_valid | de_valid | 540 | 2 |
| setup / recovery | instruction[28] | de_br_taken | 500 | 12 |
| setup reg to reg | de_valid | instruction[30] | 3950 | 4 |
| hold / removal | de_valid | de_valid | 540 | 2 |
[stage by stage]
step	hold slack, ps	instance area, um^2
after global routing	584	9160
after CTS	540	9160
after floorplan	492	5490
after global placement	531	8860
after detailed placement	532	8860
final	541	9160
[sequential cells by signal, summed over array words and instances, names as in the netlist]
signal	flops
de_pc_use	32
instruction	32
de_valid	1
[layout by cell type, fill, tap and decap left out, types with 3 or more instances in the layout]
master and count:
nor4_1 6, mux2i_1 22, a21oi_1 26, xor2_1 19, nor2_1 15, nand3_1 5, inv_1 70, clkbuf_16 9
a31oi_1 13, and3_1 55, a21o_1 3, edfxtp_1 64, nand2_1 46, nor3_1 7, nand2b_1 14, xnor2_1 12
clkdlybuf4s50_1 396, nand4_1 3, o21ai_0 11, mux2_2 20, o22a_1 6, buf_4 12, nor2b_1 3
[final cells by class]
class	instances	area, um^2
fill	2388	15200
timing repair buffer	409	4060
multi-input combinational	320	2190
sequential	65	1940
tap	324	405
inverter	70	263
clock buffer	13	260
clock inverter	3	40.0
[critical path: stages (launching register included)]
cell             delay [ps]
edfxtp_1                710
nor2b_1                 260
nor2_1                  100
o311ai_4                560
buf_4                   400
mux2_2                  400
xnor2_1                 250
nand4_1                 230
nor4_1                  340
nand4_1                 250
xor2_1                  230
o21ai_2                 130
clkdlybuf4s50_1         470
[power by group through the flow]
stage / clock, W / sequential (W) / combinational (W)
4_1_cts: 0.000515 / 0.000554 / 0.000640
6_report: 0.000505 / 0.000552 / 0.000622
5_1_grt: 0.000532 / 0.000560 / 0.000676
