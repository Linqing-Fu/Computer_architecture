[/design/flow/config.mk]
export PLATFORM = sky130hd
export DESIGN_NAME = regfile_2r1w
export DESIGN_NICKNAME = regfile_2r1w
export VERILOG_FILES = /design/flow/design.v
export SDC_FILE = /design/flow/constraint.sdc
export NUM_CORES = 4
export LEC_CHECK = 1
export CORE_UTILIZATION = 40
[/design/flow/design.v]
module regfile_2r1w(
    input         clk,
    input  [ 4:0] ra1,
    output [31:0] rd1,
    input  [ 4:0] ra2,
    output [31:0] rd2,
    input         we1,
    input  [ 4:0] wa1,
    input  [31:0] wd1
);
reg  [31:0] heap [31:0];
assign rd1 = heap[ra1];
assign rd2 = heap[ra2];
always @(posedge clk)
begin
    heap[0] <= 32'b0;
    if (we1 && (|wa1)) begin
        heap[wa1] <= wd1;
    end
end
endmodule  
[/design/flow/constraint.sdc]
current_design regfile_2r1w

set clk_period 7.3
set clk_io_pct 0.2

create_clock -name clk0 -period $clk_period [get_ports {clk}]

set non_clock_inputs [all_inputs -no_clocks]
set_input_delay [expr $clk_period * $clk_io_pct] -clock clk0 $non_clock_inputs
set_output_delay [expr $clk_period * $clk_io_pct] -clock clk0 [all_outputs]
[/design/flow/run.sh]
#!/bin/bash
# OpenROAD 26Q1-2900-gdf79404cd8, Yosys 0.63+post, stock flow scripts
make -C /OpenROAD-flow-scripts/flow DESIGN_CONFIG=/design/flow/config.mk WORK_HOME=/design/flow/orfs finish
==> flow_summary.json <==
{
  "vias": 30600,
  "cts_root_buf": "clkbuf_16",
  "ys_top_cells_by_count": "mux2i_1, edfxtp_1, nand2_1",
  "maxSlewViolCount": 0,
  "crit_top_cell": "clkdlybuf4s50_1",
  "synth_top_cell_by_count": "mux2i_1",
  "cap_violations": 0,
  "run_status": "completed",
  "drt_iter0_drc": 1930,
  "path_class": "in2out",
  "grt_use_total": 0.263,
  "reg_top3": "heap x1024",
  "crit_chain": "clkdlybuf4s50_1 -> nand2b_2 -> buf_4 -> a21oi_1 -> a31oi_1 -> nand3_1 -> clkdlybuf4s50_1",
  "drc_errors": 0,
  "synth-seq-area-share": 0.628,
  "numPortBuffers": 112,
  "io_pins": 113,
  "regMostFlops": "heap",
  "cts_buffers": 105,
  "power_density_mw_per_mm2": 238,
  "leakage_nw": 20.3,
  "max_freq_ghz": 0.167,
  "crit_family": "buffers and inverters",
  "cp.arrival_ps": 4550,
  "period_needed_ps": 6010,
  "worst-path-buf-inv": 3,
  "logic_area_sq_mm": 0.0169,
  "place.gp.congestion": 0.865,
  "hold_class": "in2reg",
  "fillers": 10300,
  "synth.distinct_cells": 25,
  "ys_cells": 3386,
  "first_pass_iters": 6,
  "end_kind": "output port",
  "antenna_found_initial": 9,
  "dieWidth_um": 350,
  "async_flop_share": 0,
  "avgSynthCellArea_sq_um": 14.3,
  "grt_pass1_wl_um": 214000,
  "crit_required_ps": 5840,
  "ir_drop_mv": 0.202,
  "syn_inst": 3386,
  "synthFlopType": "edfxtp_1",
  "rsz0062_at_grt": "false",
  "critPathCapture": "rd1[2]",
  "setup.worst_path.start_class": "input pin",
  "cts-resized-gates": 0,
  "cts_tree": "done",
  "ant_nets": 0,
  "tool_warnings": 26,
  "edf_count": 992,
  "h-tree-depth": 3,
  "yosysTopAreaCell": "edfxtp_1",
  "yosys.area.top_type_share": 0.615,
  "ys.warnings.count": 1,
  "clkSlewWorstSetupHoldPaths_ps": 60,
  "seq_area_sq_mm": 0.0304,
  "drive_gt1_frac": 0.0950,
  "final_cells": 5226,
  "wl_um": 150000,
  "ys.flops": 1024,
  "dp.cells": 5025,
  "fp-utilization": 0.404,
  "synth.cell_area_sq_mm": 0.0485,
  "areaGrowthSynthToFinish_pct": 13.9,
  "crit_cells": 7,
  "yosys_area_sq_mm": 0.0485,
  "die.size.y_um": 350,
  "grt_max_degree": 81,
  "via_per_inst": 5.86,
  "grt_pass1_vias": 31700,
  "cts_sinks": 1024,
  "final_hold_viol_count": 0,
  "worst-slew-pin-transition_ps": 1010,
  "ctsHoldBuffers": 0,
  "max-slew-margin-rel": 0.327,
  "crit_slowest_cell": "nand2b_2",
  "crit_path_start": "ra1[3]",
  "post_cts.repair.setup_buffers": 0,
  "grt_overflow": 0,
  "topCellsByArea": "edfxtp_1, mux2i_1, a22oi_1",
  "tns_ps": 0,
  "dieArea_sq_mm": 0.123,
  "rows": 127,
  "timing.final.crit_share": 0.823,
  "post-dp-hpwl_um": 82500,
  "setup_viol": 0,
  "largest_reg_flops": 1024,
  "coreArea_sq_mm": 0.120,
  "wl_per_cell_um": 28.6,
  "worstPathMaxFanout": 14,
  "cpPeakStageDelay_ps": 730,
  "clock_path_buffers": 3
}
-- how the worst min path moves through the flow --
stage / depth (start not counted) / start / to
6_report: 2 / wd1[12] / heap[9][12]
5_1_grt: 2 / wd1[20] / heap[23][20]
4_1_cts: 2 / wd1[12] / heap[9][12]
-- cells by family after synthesis --
kind of cell           after synthesis  share of synthesized area
DFF                               1024                      0.628
buffers and inverters              253                     0.0323
and+or+nand+nor                    508                     0.0474
AOI/OAI and AO/OA                  576                     0.0810
muxes                             1024                      0.211
other                                1                  0.0000774
-- metal layers --
layer,routed length (um),track usage,share of wire,vias to the layer above
met5,118,0.00628,0.00079,-
met4,4860,0.0700,0.032,12
met3,21600,0.163,0.14,323
met2,69700,0.395,0.47,1596
met1,53500,0.327,0.36,15100
li1,-,-,-,13600
-- report_power, final --
group / switching [mW] / total, mW / internal (mW)
clock: 2.26 / 5.35 / 3.09
sequential: 0.0308 / 6.55 / 6.52
combinational: 0.747 / 1.21 / 0.468
total: 3.03 / 13.1 / 10.1
-- stage by stage --
stage / setup WS, ps / hold slack (ps) / cell area, sq um / utilization / power [mW]
after floorplan: 3320 / 1560 / 48600 / - / 7.35
after global placement: 1360 / 2280 / 51800 / 0.432 / 7.88
after detailed placement: 1340 / 2280 / 51800 / 0.432 / 7.88
after CTS: 1330 / 1550 / 55200 / 0.460 / 13.2
after global routing: 1210 / 1590 / 55200 / 0.460 / 13.5
final: 1290 / 1590 / 55200 / 0.460 / 13.1
-- cells in the final DEF, fill, tap and decap left out, drive strengths merged --
| cell type | count |
|---|---|
| a31oi | 64 |
| nor2 | 34 |
| nor2b | 4 |
| inv | 4 |
| mux2i | 1024 |
| dfxtp | 32 |
| a21oi | 192 |
| or2 | 2 |
| nand3 | 194 |
| clkdlybuf4s50 | 110 |
| nand2 | 195 |
| nor3 | 64 |
| nand2b | 4 |
| a22oi | 192 |
| buf | 139 |
| a22o | 128 |
| nand3b | 5 |
| or3 | 1 |
| edfxtp | 992 |
| diode | 4 |
| and2 | 2 |
| clkbuf | 134 |
| or3b | 3 |
| clkinv | 46 |
| clkinvlp | 3 |
| bufinv | 10 |
| conb | 32 |
-- area by class of cell --
cell class / instances / share of cell area
clock buffers: 134 / 0.0514
flip-flops and latches: 1024 / 0.551
multi-input cells: 2140 / 0.306
clock inverters: 63 / 0.0108
repair buffers: 249 / 0.0443
diodes: 4 / 0.000181
well taps: 1612 / 0.0365
Power figures rest on the tool's default switching activity, not on a simulated workload.
