File: design/flow/design.v
module memory_stage(
    input  wire        clk,
    input  wire        resetn,
    input  wire [ 2:0] exe_out_op,       
    input  wire [ 4:0] exe_dest,         
    input  wire [31:0] exe_value,        
    input  wire [31:0] data_sram_rdata,
    input  wire        exe_validout,      
    input  wire        mem_ready_go,      
    input  wire        mem_out_allow,     
    output wire        mem_validout,      
    output wire        mem_allowin,       
    output wire        mem_out_op,       
    output reg  [ 4:0] mem_dest,         
    output wire [31:0] mem_value         
   ,input  wire [31:0] exe_pc,           
    input  wire [31:0] exe_inst,         
    output reg  [31:0] mem_pc,           
    output reg  [31:0] mem_inst          
);
reg  [ 2:0] mem_op_reg;
reg  [31:0] mem_st_value;
reg  [31:0] exe_value_reg;             
wire [31:0] mem_value_wire;           
reg         mem_valid;
assign mem_allowin   = !mem_valid || mem_ready_go && mem_out_allow;
assign mem_validout  = mem_valid && mem_ready_go ;
always @(posedge clk) begin
    if (!resetn) begin
        mem_valid <= 1'b0;        
    end
    else if (mem_allowin) begin
        mem_valid <= exe_validout;
    end
end
always @(posedge clk) begin
    if (!resetn) begin
        mem_dest <= 0;
    end
    if (exe_validout && mem_allowin) begin
        mem_dest <= exe_dest;
    end
end
always @(posedge clk) begin
    if (!resetn) begin
        mem_op_reg <= 3'b0; 
    end
    if (exe_validout && mem_allowin) begin
        mem_op_reg <= exe_out_op;
    end
end
always @(posedge clk) begin
    if (!resetn) begin
        exe_value_reg <= 32'b0; 
    end
    if (exe_validout && mem_allowin) begin
        exe_value_reg <= exe_value;
    end
end
assign mem_out_op = mem_op_reg[0];   
assign mem_value = (mem_op_reg[2:1] == 2'b01)?data_sram_rdata:exe_value_reg;    
always @(posedge clk) begin
    if(!resetn) begin
        mem_pc <= 32'hbfc00000;
    end
    if (exe_validout && mem_allowin) begin
        mem_pc <= exe_pc;
    end
end
always @(posedge clk) begin
    if(!resetn) begin
        mem_inst <= 0;
    end
    if (exe_validout && mem_allowin) begin
        mem_inst <= exe_inst;
    end
end
endmodule  
File: design/flow/run.sh
#!/bin/bash
# OpenROAD 26Q1-2900-gdf79404cd8, Yosys 0.63+post, stock flow scripts
make -C /OpenROAD-flow-scripts/flow DESIGN_CONFIG=/design/flow/config.mk WORK_HOME=/design/flow/orfs finish
File: design/flow/config.mk
export PLATFORM = sky130hd
export DESIGN_NAME = memory_stage
export DESIGN_NICKNAME = memory_stage
export VERILOG_FILES = /design/flow/design.v
export SDC_FILE = /design/flow/constraint.sdc
export NUM_CORES = 4
export LEC_CHECK = 1
export CORE_UTILIZATION = 40
File: design/flow/constraint.sdc
current_design memory_stage

set clk_period 20.7
set clk_io_pct 0.2

create_clock -name clk0 -period $clk_period [get_ports {clk}]

set non_clock_inputs [all_inputs -no_clocks]
set_input_delay [expr $clk_period * $clk_io_pct] -clock clk0 $non_clock_inputs
set_output_delay [expr $clk_period * $clk_io_pct] -clock clk0 [all_outputs]
==> insert_results.sql <==
-- flow metrics import
INSERT INTO impl_metrics (metric_group, metric, value, unit) VALUES
('logic_synthesis', 'synth-seq-area-share', '0.717', ''),
('critical_path', 'startpoint_type', 'input port', ''),
('worst_hold_path', 'whs_path_depth', '2', ''),
('power', 'power.density', '70.0', 'mW/mm2'),
('critical_path', 'worstPathArrival', '5.47', 'ns'),
('placed_design', 'port-buffer-count', '244', ''),
('logic_synthesis', 'synth_cells', '274', ''),
('floorplan', 'die.size.y', '107', 'um'),
('logic_synthesis', 'ys.warnings.count', '1', ''),
('logic_synthesis', 'ys.flop_type', 'sky130_fd_sc_hd__edfxtp_1', ''),
('floorplan', 'fp.dieW', '107', 'um'),
('routing', 'drt-initial-drc-count', '146', ''),
('routing', 'num_vias', '3103', ''),
('floorplan', 'floorplan.core_util', '0.419', ''),
('critical_path', 'cell_type_with_the_highest_occurrence_count_on_the_critical_path', 'sky130_fd_sc_hd__clkdlybuf4s50_1', ''),
('timing', 'finalMaxSlewViolations', '0', ''),
('critical_path', 'path_cells', 'clkdlybuf4s50_1 -> a21boi_2 -> inv_2 -> clkdlybuf4s50_1', ''),
('floorplan', 'ioPinCount', '245', ''),
('critical_path', 'cp_data_required_time', '16.56', 'ns'),
('critical_path', 'rr_endpoint', 'mem_inst[21]', ''),
('logic_synthesis', 'synth-cells-yosys', '274', ''),
('critical_path', 'crit_path_max_incr_delay', '0.43', 'ns'),
('timing', 'grt_setup_unrepaired', 'no', ''),
('run', 'maxCapViolCount', '0', ''),
('cts', 'cts.reportedPaths.clkPinSlew', '0.10', 'ns'),
('power', 'report.power.total', '497', 'uW'),
('critical_path', 'critPathTopFamily', 'buffers and inverters', ''),
('cells_and_area', 'drive_above_1_share', '0.109', ''),
('cts', 'cts.path.max_buffers', '2', ''),
('critical_path', 'cp_max_fo', '11', ''),
('worst_hold_path', 'hold_start', 'mem_valid', ''),
('critical_path', 'reg2reg_setup_slack', '18.14', 'ns'),
('critical_path', 'timing.critical_path.to_type', 'output port', ''),
('cts', 'clk_latency', '0.35', 'ns'),
('timing', 'final-hold-violation-count', '0', ''),
('placed_design', 'routabilityCongestion', '0.784', ''),
('cts', 'tritoncts', 'yes', ''),
('routing', 'drc_violations_left', '0', ''),
('run_status', 'run_status', 'finished clean', ''),
('cts', 'clock-root-buffer', 'sky130_fd_sc_hd__clkbuf_8', ''),
('cts', 'cts_hold_buffers', '0', ''),
('timing', 'worstMarginPinSlew', '0.919', 'ns'),
('timing', 'final-setup-viol-count', '0', ''),
('cells_and_area', 'area_delta_synth_final', '61.9', '%'),
('grt', 'grt.total_usage', '0.213', ''),
('timing', 'timing.final.crit_share', '0.464', ''),
('grt', 'antenna_violations_before_repair', '0', ''),
('critical_path', 'number_of_stages_on_the_worst_setup_path', '4', ''),
('cts', 'cts_setup_buffers', '0', ''),
('timing', 'fin_worst_skew', '0.00999', 'ns'),
('routing', 'via_per_inst', '4.79', ''),
('logic_synthesis', 'avgSynthCellArea', '16.0', 'um2'),
('worst_hold_path', 'min_to', 'mem_pc[23]', ''),
('routing', 'postRouteWirelength', '11200', 'um'),
('critical_path', 'buffers_plus_inverters_on_the_worst_setup_path', '3', ''),
('placed_design', 'post-place-ws', '11.08', 'ns'),
('timing', 'worst_rel_slew_slack', '0.386', ''),
('logic_synthesis', 'mappedNetlistArea', '0.00438', 'mm2'),
('floorplan', 'core.rowCount', '37', ''),
('worst_hold_path', 'worstHoldPathType', 'flop to flop', ''),
('logic_synthesis', 'synth_cell_type_count', '16', ''),
('routing', 'antenna_cells_inserted', '0', ''),
('grt', 'grt_pass1_vias', '3064', ''),
('critical_path', 'critical_r2r_launch', 'mem_valid', ''),
('critical_path', 'cpMaxStageDelayCell', 'sky130_fd_sc_hd__clkdlybuf4s50_1', ''),
('grt', 'grt_start_max_net_pins', '97', ''),
('power', 'irDropWorstVdd', '43.6', 'uV'),
('cts', 'post_cts_resized', '0', ''),
('routing', 'remaining_antenna_violation_count', '0', ''),
('floorplan', 'die_area', '0.0114', 'mm2'),
('timing', 'max_freq', '0.104', 'GHz');
-- report_power, final --
part	leakage (uW)	internal, uW	switching, uW	total (uW)
registers	0.00111	254	4.40	259
clock network	0.000114	80.7	66.3	147
logic	0.00165	66.5	25.1	91.6
-- cell usage after synthesis (2+ instances only) --
master	count	area, um2
sky130_fd_sc_hd__or3_1	9	56.3
sky130_fd_sc_hd__mux2_4	2	30.0
sky130_fd_sc_hd__buf_6	9	101
sky130_fd_sc_hd__mux2_2	30	338
sky130_fd_sc_hd__clkbuf_1	14	52.6
sky130_fd_sc_hd__edfxtp_1	104	3120
sky130_fd_sc_hd__and3_1	95	594
sky130_fd_sc_hd__buf_2	2	10.0
sky130_fd_sc_hd__inv_2	2	7.51
-- worst register-to-register path: stages (launching register included) --
cell and delay (ns):
sky130_fd_sc_hd__dfxtp_1 0.32, sky130_fd_sc_hd__a21boi_2 0.22, sky130_fd_sc_hd__o21ai_4 0.46, sky130_fd_sc_hd__buf_4 0.53
sky130_fd_sc_hd__buf_4 0.62
-- cells by family (layout without fill, tap and decap cells) --
group | Yosys count | count (layout) | share of synthesized area
AND-OR/OR-AND | 3 | 3 | 0.00542
buffers and inverters | 28 | 266 | 0.0408
flip-flops | 105 | 105 | 0.717
multiplexers | 32 | 32 | 0.0839
AND/OR/NAND/NOR | 106 | 106 | 0.153
-- cell usage in the layout (no fill, tap or decap) --
cell | synthesis | layout
sky130_fd_sc_hd__a21boi_0 | 1 | 1
sky130_fd_sc_hd__a21boi_2 | 1 | 1
sky130_fd_sc_hd__and2_1 | 1 | 1
sky130_fd_sc_hd__and3_1 | 95 | 95
sky130_fd_sc_hd__buf_2 | 2 | 1
sky130_fd_sc_hd__buf_4 | 1 | 4
sky130_fd_sc_hd__bufinv_16 | 0 | 3
sky130_fd_sc_hd__clkbuf_1 | 14 | 2
sky130_fd_sc_hd__clkbuf_8 | 0 | 9
sky130_fd_sc_hd__clkdlybuf4s50_1 | 0 | 243
sky130_fd_sc_hd__clkinv_4 | 0 | 1
sky130_fd_sc_hd__clkinvlp_4 | 0 | 1
sky130_fd_sc_hd__dfxtp_1 | 1 | 1
sky130_fd_sc_hd__edfxtp_1 | 104 | 104
sky130_fd_sc_hd__inv_2 | 2 | 2
sky130_fd_sc_hd__mux2_2 | 30 | 30
sky130_fd_sc_hd__mux2_4 | 2 | 2
sky130_fd_sc_hd__nor2b_4 | 1 | 1
sky130_fd_sc_hd__o21ai_4 | 0 | 1
sky130_fd_sc_hd__or3_1 | 9 | 9
-- worst max path at each step --
stage / slack, ns / to / startpoint
final: 11.09 / mem_allowin / mem_ready_go
after global routing: 11.00 / mem_allowin / mem_ready_go
after CTS: 11.08 / mem_allowin / mem_ready_go
-- metal layers --
layer / GRT usage / vias up / share of wire
met5: 0 / - / 0
met4: 0.0215 / 0 / 0.011
met3: 0.119 / 7 / 0.15
met2: 0.305 / 168 / 0.45
met1: 0.322 / 1417 / 0.38
li1: - / 1511 / -
-- final cells by class --
| cell class | count | area (um2) |
|---|---|---|
| clock buffers | 11 | 131 |
| clock inverters | 5 | 106 |
| fillers | 797 | 3360 |
| inverters | 2 | 7.51 |
| multi-input cells | 141 | 1070 |
| flip-flops and latches | 105 | 3140 |
| well taps | 136 | 170 |
| repair buffers | 248 | 2470 |
-- metrics by stage --
stage | utilization | instance area (um2) | hold WS (ns) | cells
final | 0.679 | 7100 | 1.02 | 648
after global routing | 0.679 | 7100 | 1.05 | 648
after CTS | 0.679 | 7100 | 1.02 | 648
after detailed placement | 0.656 | 6860 | 1.00 | 632
after global placement | 0.656 | 6860 | 0.969 | 632
after floorplan | - | 4380 | 0.795 | 274
No activity file was given, so power comes from the tool's default toggle rates.
