## run.sh

```bash
#!/bin/bash
# OpenROAD 26Q1-2900-gdf79404cd8, Yosys 0.63+post, stock flow scripts
make -C /OpenROAD-flow-scripts/flow DESIGN_CONFIG=/design/flow/config.mk WORK_HOME=/design/flow/orfs finish
```

## design.v

```verilog
`timescale 10ns / 1ns
module regfile(
	input         clk,
	input         rst,
	input         wen,
	input  [ 4:0] waddr,
	input  [ 4:0] raddr1,
	input  [ 4:0] raddr2,
	input  [31:0] wdata,
	output [31:0] rdata1,
	output [31:0] rdata2
);
reg  [31:0] r [31:0];
integer i;
always@(posedge clk) begin
    if(wen==1 && waddr!=0)
      r[waddr]=wdata;
    end
assign rdata1 = (raddr1==5'b0) ? 32'b0 : r[raddr1];
assign rdata2 = (raddr2==5'b0) ? 32'b0 : r[raddr2];
endmodule
```

## constraint.sdc

```tcl
current_design regfile

set clk_period 6.0
set clk_io_pct 0.2

create_clock -name clk0 -period $clk_period [get_ports {clk}]

set non_clock_inputs [all_inputs -no_clocks]
set_input_delay [expr $clk_period * $clk_io_pct] -clock clk0 $non_clock_inputs
set_output_delay [expr $clk_period * $clk_io_pct] -clock clk0 [all_outputs]
```

## config.mk

```make
export PLATFORM = sky130hd
export DESIGN_NAME = regfile
export DESIGN_NICKNAME = regfile
export VERILOG_FILES = /design/flow/design.v
export SDC_FILE = /design/flow/constraint.sdc
export NUM_CORES = 4
export LEC_CHECK = 1
export CORE_UTILIZATION = 40
```

==> results.yml <==
# implementation run metrics
status:
  status: "completed"
synthesis:
  ys_chip_area_mm2: 0.0479
  simple_gate_share_pct: 2.18
  synth-main-ff-cell: "edfxtp_1"
  ys_seq_share_pct: 64.2
  synth_area_per_cell_um2: 18.7
  adder_share_pct: 0
  synthMuxAreaShare_pct: 25.0
  ys_cells: 2564
  xor_area_share_pct: 0
  netlist_instances: 2564
  synth_area_leader_cell: "edfxtp_1"
  synth-edff-count: 1024
  async_flop_share_pct: 0
  top_cell_area_share_pct: 64.2
  ys_sh_aoi_pct: 6.15
  synth_area_mm2: 0.0479
  synth.distinct_cells: 39
  area_leaders: "edfxtp_1 64%, mux4_2 15%, mux2i_1 6.7%"
  ys_top_logic_family: "multiplexers"
  synth-seq-cells: 1024
  yosysWarnings: 1
finish:
  num-fill-cells: 9541
  drive_gt1_share_pct: 27.3
  area_delta_synth_final_pct: 15.0
  largest_reg_flops: 1024
  lay_top_cells: "1024 x edfxtp_1, 320 x mux2i_1, 316 x mux4_2, 140 x buf_4, 107 x clkbuf_16"
  logic_area_mm2: 0.0164
  stdcell_count: 4447
  ff_latch_area_mm2: 0.0307
  post-route-util_pct: 46.5
  final_common_cell: "edfxtp_1"
sta:
  fin_crit_sh_pct: 90.5
  worstMarginPinSlew_ns: 1.06
  rsz0062_at_grt: "no"
  setup_viol: 0
  timing.final.ws_setup_ns: 0.568
  max_clock_freq_mhz: 184
  layout_min_cycle_time_ns: 5.43
  final-hold-violation-count: 0
  slew_violations: 0
  relSlewSlack_pct: 29.1
  fin_tns_setup_ns: 0
cts:
  ctsResizeCount: 0
  cts_num_sinks: 1024
  cts_setup_buffers: 0
  hold_buffers: 0
  cts_tree: "yes"
  cts-root-buf: "clkbuf_16"
  h-tree-depth: 3
  numCtsBuffers: 106
  cts_max_path_buffers: 3
  path_clk_slew_ns: 0.06
global_routing:
  grtUsageTotal_pct: 27.7
  grt_pass1_vias: 31600
  antenna_found_initial: 2
  grt_max_degree: 69
  grt_overflow_total: 0
  grt_pass1_wl_mm: 218
setup_path:
  critPathCaptureType: "output pin"
  cpPeakStageDelay_ns: 0.61
  cp_slowest_cell: "clkdlybuf4s50_1"
  cp-start-kind: "input pin"
  crit_arrival_ns: 4.23
  cp.required_ns: 4.80
  path_cells: "buf_6 -> buf_4 -> or4_4 -> buf_12 -> o21ai_1 -> a311oi_1 -> clkdlybuf4s50_1"
  cp_max_fo: 29
  critPathKind: "input pin to output pin"
worst_hold_path:
  hold_depth: 2
  hp-class: "input pin to flip-flop"
power:
  clockPowerShare_pct: 40.6
  p_leak_nw: 17.9
  internal_power_mw: 12.4
  ir_drop_uv: 226
  swShare_pct: 22.6
  p_comb_share_pct: 9.2
  switching_power_mw: 3.62
  p_per_area_mw_per_mm2: 290
  p_seq_share_pct: 50.2
drt:
  met2_length_mm: 69.6
  post-route-drc-count: 0
  via_count: 28100
  avgViaCountPerCell: 6.32
  maxUsedRoutingLayer: "met5"
  wl_met1_mm: 47.2
  wl_met3_mm: 29.9
  drtAntennaViolNets: 0
  wl_per_cell_um: 34.3
  totalWireLength_mm: 152
  dr.first_iter.drc_count: 1711
  dr.pass1.iters: 5
placement:
  io_buffers: 112
  routabilityCongestion: 0.892
  place_ws_ns: 0.572
  placedCellCount: 4249
  dp.final_hpwl_mm: 89.3
die:
  coreArea_mm2: 0.118
  dieArea_mm2: 0.121
  placement_rows: 126
  die_w_um: 348
  io_pins: 114
  fp_util_pct: 40.5
  dieHeight_um: 348
run:
  maxCapViolCount: 0
  warnings: 27
[cell usage after synthesis (32+ instances only)]
cell type / instances
a221oi_1: 38
buf_2: 50
edfxtp_1: 1024
mux4_1: 36
nor2b_1: 37
o21ai_0: 50
mux2_2: 64
a211oi_1: 53
mux2i_1: 320
a311oi_1: 32
o221ai_1: 64
a21oi_1: 32
nor2_1: 36
buf_4: 53
mux4_2: 316
a22oi_1: 64
clkbuf_1: 98
nand4_1: 32
nand2_1: 85
[worst paths after layout]
check / startpoint / to
max: raddr1[0] / rdata1[1]
min: wdata[22] / r[28][22]
[cells by family (layout without fill, tap and decap cells)]
logic type | Yosys count | in the layout
AND/OR/NAND/NOR | 212 | 212
AND-OR/OR-AND | 374 | 374
multiplexers | 736 | 736
flip-flops | 1024 | 1024
buffers and inverters | 217 | 467
other | 1 | 34
[stage by stage]
stage          total power, mW  area (um2)  hold slack [ns]
6_report                  16.0       55100             1.33
5_1_grt                   16.4       55100             1.35
4_1_cts                   16.1       55100             1.31
3_5_place_dp              9.64       51700             2.03
3_3_place_gp              9.61       51700             2.03
2_1_floorplan             8.97       48000             1.30
[critical path: cells and delay by family]
kind	cells	cell delay, ns
and+or+nand+nor	1	0.40
AOI/OAI and AO/OA	2	0.67
buffers and inverters	4	1.90
[area by class of cell]
| class | instances | area share [%] |
|---|---|---|
| clock buffer | 129 | 5.01 |
| sequential | 1024 | 55.8 |
| multi-input combinational | 1354 | 29.8 |
| inverter | 2 | 0.0159 |
| timing repair buffer | 269 | 4.59 |
| tap | 1600 | 3.63 |
| antenna | 2 | 0.00909 |
| clock inverter | 67 | 1.14 |
[power by group through the flow]
stage / sequential, mW / clock [mW] / combinational, mW
4_1_cts: 8.02 / 6.57 / 1.47
5_1_grt: 8.03 / 6.85 / 1.56
6_report: 8.02 / 6.50 / 1.47
[per-layer routing]
metal  global-route usage (%)  vias to the layer above
met2                     39.6                     2259
met3                     24.0                      349
li1                         -                    11400
met1                     30.8                    14100
met5                     2.24                        -
met4                     7.94                       12
Power is estimated from default activity; no workload was simulated.
