## flow/run.sh

```bash
#!/bin/bash
# OpenROAD 26Q1-2900-gdf79404cd8, Yosys 0.63+post, stock flow scripts
make -C /OpenROAD-flow-scripts/flow DESIGN_CONFIG=/design/flow/config.mk WORK_HOME=/design/flow/orfs finish
```

## flow/config.mk

```make
export PLATFORM = sky130hd
export DESIGN_NAME = nextpc_gen
export DESIGN_NICKNAME = nextpc_gen
export VERILOG_FILES = /design/flow/design.v
export SDC_FILE = /design/flow/constraint.sdc
export NUM_CORES = 4
export LEC_CHECK = 1
export CORE_AREA = 10 10 121 121
export DIE_AREA = 0 0 131 131
```

## flow/constraint.sdc

```tcl
current_design nextpc_gen

set clk_period 23.5
set clk_io_pct 0.2

create_clock -name clk0 -period $clk_period

set non_clock_inputs [all_inputs -no_clocks]
set_input_delay [expr $clk_period * $clk_io_pct] -clock clk0 $non_clock_inputs
set_output_delay [expr $clk_period * $clk_io_pct] -clock clk0 [all_outputs]
```

## flow/design.v

```verilog
module nextpc_gen(
    input  wire        resetn,
    input  wire [31:0] fe_pc,
    input  wire        de_br_taken,      
    input  wire        de_br_is_br,      
    input  wire        de_br_is_j,       
    input  wire        de_br_is_jr,      
    input  wire [15:0] de_br_offset,     
    input  wire [25:0] de_br_index,      
    input  wire [31:0] de_br_target,     
    output wire        inst_sram_en,
    output wire [31:0] inst_sram_addr,
    output wire [31:0] nextpc
);
wire [31:0] sign_ex_left;
assign sign_ex_left = {{14{de_br_offset[15]}},de_br_offset,2'b00};
assign inst_sram_en   = 1;
assign inst_sram_addr = nextpc;
assign nextpc         = (
                        (!resetn)?32'hbfc00000:
                        (de_br_taken & de_br_is_br)?fe_pc + sign_ex_left: 
                        (de_br_taken & de_br_is_j)?{fe_pc[31:28],de_br_index,2'b00}:  
                        (de_br_taken & de_br_is_jr)?de_br_target:  
                        fe_pc+4
                        );
endmodule  
```

==> flow_summary.ini <==
; flow metrics
[place]
io_buffer_count = 175
gpl.final_weighted_congestion = 0.950
post-dp-hpwl_mm = 12.7

[route]
vias_per_cell = 5.37
post_drt_wl_per_cell_um = 18.9
postRouteAntennaNets = 0
first_iter_violations = 378
antenna_cells = 0
drc = 0
postRouteWirelength_mm = 15.4
dr_total_vias = 4389
detail_route.first_pass.iterations = 5

[global_routing]
grt_pass1_wl_mm = 23.4
global_route.usage.total_pct = 17.2
grt_max_degree = 33
overflow = 0
grt_pass1_vias = 4270
antenna_violations_before_repair = 0

[worst_setup_path]
crit_path_top_delay_cell = sky130_fd_sc_hd__clkdlybuf4s50_1
critical_path.cell_chain = clkdlybuf4s50_1 > ha_1 > a21oi_1 > nand3_1 > or2_2 > o31ai_1 > xor2_1 > a221oi_1 > clkdlybuf4s50_1
worst_ep_required_time_ps = 18800
worst_path_largest_cell_delay_ps = 780
worst-setup-path-type = primary input to output pin
worst_ep_arrival_time_ps = 8250
setup.worst_path.end_class = output pin
crit_path_max_fanout = 17
timing.critical_path.mode_cell = sky130_fd_sc_hd__clkdlybuf4s50_1
worst_setup_path_start_kind = primary input

[synth]
ao_oa_area_share_pct = 36.4
mux_area_share_pct = 1.87
yosys.cell_types.count = 62
seq_area_frac_synth_pct = 0
synth-warning-count = 0
synth_top_cell_by_area = sky130_fd_sc_hd__ha_1
synth.cells.most_frequent = sky130_fd_sc_hd__a21oi_1, sky130_fd_sc_hd__nand2_1, sky130_fd_sc_hd__nor2_1
syn_area_per_cell_um2 = 6.45
synth.top_cells.by_area = sky130_fd_sc_hd__ha_1, sky130_fd_sc_hd__a21oi_1, sky130_fd_sc_hd__buf_4
yosys-stat-area_um2 = 3420
postSynthCellCount = 530
synthSimpleGateAreaFrac_pct = 26.5
logic_family = AND-OR/OR-AND gates
synth-cells-yosys = 530
netlist_area_um2 = 3420
area_share_of_the_largest_cell_type_after_synthesis_pct = 11.0
yosys.area_share.adder_pct = 11.6
synth_xor_xnor_area_share_pct = 11.3
synth_dominant_cell_count = sky130_fd_sc_hd__a21oi_1

[sta]
hold_slack_ps = 10350
grt_setup_unrepaired = no
fmax_mhz = 77.2
drv_slew = 0
max_slew.worst_pin.slew_ps = 780
slew-limit-headroom_pct = 48.0
number_of_hold_violations_in_the_final_report = 0
period_used_pct = 55.1
totalNegativeSetupSlack_ps = 0
period_minus_slack_ps = 12950
setup-violations-final = 0

[final_layout]
final_layout_size_suffix_gt1_share_pct = 3.54
n_clock_buffer = 0
final-seq-area_um2 = 0
seq_cells = 0
comb_area_um2 = 3000
syn_to_final_growth_pct = 47.7
nFillCells = 1238

[die]
design.portCount = 176
initCoreUtil_pct = 28.4
die_w_um = 131
dieHeight_um = 131
overall_chip_area_um2 = 17200
number_of_placement_rows = 40
fp.coreArea_um2 = 12100

[cts]
cts_setup_buffers = 0
cts_repair_resize_count = 0
cts.hold.buffers_added = 0

[power_and_ir_drop]
p_leak_nw = 1.87
finalPower_w = 0.000113
power_density_nw_per_um2 = 22.4
vdd_ir_drop_max_v = 0.00000886

[run]
warnings = 32
number_of_max_cap_violations = 0

[hold_path]
min_path_type = primary input to output pin
whs_path_depth = 4

[status]
run_status = finished, final reports clean
==> layout make-up <==
| cell class | count | area share, % |
|---|---|---|
| inverters | 14 | 1.04 |
| multi-input cells | 455 | 59.4 |
| well taps | 168 | 4.16 |
| repair buffers | 180 | 35.4 |
==> power by group <==
part	leakage (nW)	switching (W)	internal, W
clock network	0	0	0
registers	0	0	0
logic	1.87	0.0000526	0.0000604
==> critical path, delay by kind of cell <==
family,cells,cell delay (ps)
XOR/XNOR,1,120
AND/OR/NAND/NOR,2,400
adder cells (fa/ha/maj),1,610
AND-OR/OR-AND,3,1070
buffers and inverters,2,1330
==> cells by family (layout without fill, tap and decap cells) <==
group           Yosys count  after routing
compound gates          189            189
simple gates            184            184
buf+inv                  75            194
xor+xnor                 44             44
fa+ha+maj                31             31
mux                       6              6
other cells               1              1
==> per-layer routing <==
| metal | wire [um] | global-route usage [%] |
|---|---|---|
| met1 | 7080 | 24.3 |
| met5 | 0 | 0 |
| met4 | 166 | 2.03 |
| met3 | 1070 | 2.25 |
| met2 | 7110 | 28.0 |
==> metrics by stage <==
| step | std cells | worst slack (ps) | cell area, um^2 | utilization, % |
|---|---|---|---|---|
| 4_1_cts | 817 | 10540 | 5050 | 41.9 |
| 2_1_floorplan | 530 | 12110 | 3420 | - |
| 5_1_grt | 817 | 10250 | 5050 | 41.9 |
| 3_5_place_dp | 817 | 10540 | 5050 | 41.9 |
| 6_report | 817 | 10550 | 5050 | 41.9 |
| 3_3_place_gp | 817 | 10680 | 5050 | 41.9 |
==> cells in the final DEF, fill, tap and decap left out, types with 3 or more instances in the layout <==
master,instances
sky130_fd_sc_hd__clkdlybuf4s50_1,175
sky130_fd_sc_hd__a21oi_1,67
sky130_fd_sc_hd__nand2_1,53
sky130_fd_sc_hd__nor2_1,47
sky130_fd_sc_hd__o21ai_0,30
sky130_fd_sc_hd__ha_1,30
sky130_fd_sc_hd__nand3_1,24
sky130_fd_sc_hd__xnor2_1,24
sky130_fd_sc_hd__xor2_1,20
sky130_fd_sc_hd__o221ai_1,15
sky130_fd_sc_hd__inv_1,14
sky130_fd_sc_hd__o211ai_1,13
sky130_fd_sc_hd__nand4_1,11
sky130_fd_sc_hd__a21o_1,8
sky130_fd_sc_hd__nor3_1,8
sky130_fd_sc_hd__and3_1,7
sky130_fd_sc_hd__and2_1,6
sky130_fd_sc_hd__a211oi_1,6
sky130_fd_sc_hd__a22oi_1,6
sky130_fd_sc_hd__o21bai_1,5
sky130_fd_sc_hd__a31oi_1,5
sky130_fd_sc_hd__or3_1,5
sky130_fd_sc_hd__buf_4,5
sky130_fd_sc_hd__nor2b_1,4
sky130_fd_sc_hd__o21a_1,4
sky130_fd_sc_hd__nand3b_1,4
sky130_fd_sc_hd__a2111o_1,3
sky130_fd_sc_hd__mux2_2,3
sky130_fd_sc_hd__o211a_1,3
sky130_fd_sc_hd__nor4_1,3
sky130_fd_sc_hd__mux2i_1,3
==> path summary, 6_finish.rpt <==
kind              from                  to  slack (ps)
max   de_br_offset[15]  inst_sram_addr[20]       10550
min    de_br_target[1]   inst_sram_addr[1]       10350
No activity file was given, so power comes from the tool's default toggle rates.
